<file path="/design/flow/run.sh">
#!/bin/bash
# OpenROAD 26Q1-2900-gdf79404cd8, Yosys 0.63+post, stock flow scripts
make -C /OpenROAD-flow-scripts/flow DESIGN_CONFIG=/design/flow/config.mk WORK_HOME=/design/flow/orfs finish
</file>
<file path="/design/flow/config.mk">
export PLATFORM = sky130hd
export DESIGN_NAME = WideXNOR_reg
export DESIGN_NICKNAME = WideXNOR_reg
export VERILOG_FILES = /design/flow/design.v
export SDC_FILE = /design/flow/constraint.sdc
export NUM_CORES = 4
export LEC_CHECK = 1
export CORE_UTILIZATION = 50
</file>
<file path="/design/flow/constraint.sdc">
current_design WideXNOR_reg

set clk_period 1.0
set clk_io_pct 0.2

create_clock -name clk0 -period $clk_period [get_ports {clk}]

set non_clock_inputs [all_inputs -no_clocks]
set_input_delay [expr $clk_period * $clk_io_pct] -clock clk0 $non_clock_inputs
set_output_delay [expr $clk_period * $clk_io_pct] -clock clk0 [all_outputs]
</file>
<file path="/design/flow/design.v">
`timescale 1ns / 1ps
module WideXNOR(
		a, 
		w,
		x
    );
    parameter wide = 3 * 3 * 512;
    input [wide-1 : 0] a;
    input [wide-1 : 0] w;
    output [wide-1 : 0] x;
    wire  [wide-1 : 0] x;
    assign x = a ~^ w;
endmodule
`timescale 1ns / 1ps
module WideXNOR_reg(
		clk,
		reset,
		a, 
		w,
		x
    );
    parameter wide = 3 * 3 * 8;
    input clk;
    input reset;
    input a;
    input w;
	reg [wide-1 : 0] a_reg;
	reg [wide-1 : 0] w_reg;
    output reg [wide-1 : 0] x;
	always @ (posedge clk) begin
		a_reg <= {{a_reg[wide-2 : 0]},{a}};
		w_reg <= {{w_reg[wide-2 : 0]},{w}};
	end
	wire [wide-1 : 0] x_temp;
	defparam WideXNOR_inst.wide = wide;
	WideXNOR 	WideXNOR_inst(
		.a(a_reg),
		.w(w_reg),
		.x(x_temp)
	);	
	always @ (posedge clk) begin
		x <= x_temp;
	end
endmodule
</file>
==> ci_impl_report.md <==
## PnR job results

| Metric | Value |
|---|---|
| Post-route insts no fill | `523` |
| Crit start category | `flip-flop` |
| FMAX | `slightly below 900 MHz` |
| Initial antenna violation count | `0` |
| Slew headroom | `0.860` |
| Max IR drop VDD | `roughly 1.7 mV` |
| Tool Warnings | `28` |
| Fp_density | `0.526` |
| I/O pins | `76` |
| Synth area leaders | `dfxtp_1 87%, xnor2_1 13%` |
| Cell Type Count | `2` |
| Hold Vio Cnt, Final | `0` |
| Clock transition at path regs | `roughly 0.060 ns` |
| Global-route total usage across every layer | `0.121` |
| Initial DRT Pass Iterations | `3` |
| Maxcap violations | `0` |
| Final worst path period share | `1.14` |
| Num Clock Sinks | `~220` |
| Via count | `about 2.1k` |
| First-pass GRT wire length | `9190 microns` |
| Most common reg cell | `dfxtp_1` |
| CP max-delay cell | `dfxtp_2` |
| Gr ovfl total | `0` |
| DR WL/cell | `about 11 microns` |
| Final Max Slew Viols | `0` |
| Port bufs | `roughly 74` |
| Cells in synth_stat.txt | `roughly 290` |
| Worst path top cell family by delay | `flip-flops` |
| Mapped Avg Cell Area | `~17 sq um` |
| Layout cell share with drive strength beyond 1 | `0.292` |
| Worst Setup Slack, final | `-0.137 ns` |
| Post-route cell area | `6110 sq um` |
| DR vias/cell | `between 4 and 5` |
| Final setup vio count | `about 72` |
| Placed Cells | `between 400 and 500` |
| Synth Instances | `288` |
| Final ANT Viol Nets | `0` |
| Post-synth EDFFs | `0` |
| Critical-path cell list | `buf_2` |
| Final TNS setup | `-8.14 ns` |
| TritonCTS clock tree | `yes` |
| RSZ-0062 raised after global routing | `yes` |
| Post-synthesis sequential area ratio | `0.873` |
| CTS Root Cell | `clkbuf_8` |
| Minimum clock period | `between 1 and 1.5 ns` |
| Top-count cell post-synth | `dfxtp_1` |
| Yosys warns | `1` |
| Gpl congestion | `0.747` |
| DR DRC count | `0` |
| Kind of critical path | `flip-flop to output pin` |
| Cells on Worst Hold Path | `1` |
| Min Hold Slack | `approximately 0.13 ns` |
| Number of cells on the critical path | `1` |
| Pre-CTS setup slack | `between 0.015 and 0.02 ns` |
| Crit path max fanout | `1` |
| Post-Syn Area | `between 4000 and 5000 sq um` |
| Registers, synthesis | `around 220` |
| Rows | `35` |
| H-Tree Depth | `1` |
| TritonCTS buffer count | `20` |
| Largest net degree at the start of global routing | `15` |
| CP required | `0.80 ns` |
| Placed cell areas | `5860 sq um` |
| Yosys chip area | `a little under 5000 sq um` |
| Hold Crit Class | `input pin to flip-flop` |
| Dpl hpwl | `~3400 microns` |
| Die y size | `~100 microns` |
| DR iter-0 viols | `16` |
| Crit path DAT | `between 0.9 and 1 ns` |
| Leak Pwr | `approximately 2.5 nW` |
| Async SR Flop Fraction | `0` |
| Total power | `approximately 16 mW` |
| Skew-Pair Late Insertion Delay | `approximately 0.52 ns` |
| Status | `finished with violations` |
| Top cells by count, synth | `216 x dfxtp_1, 72 x xnor2_1` |
| Worst path bufs/invs | `1` |
| PwrDens | `2660 nW/um^2` |
| Clock skew | `between 0.008 and 0.009 ns` |
| N_diodes | `0` |
| Worst reg-to-reg path cell count | `1` |
| Tightest Pin Transition | `0.208 ns` |
| Fin util | `0.649` |
| Vias in the first global route | `2053` |
| Setup crit end kind | `output pin` |
| Longest Clk Path Bufs | `3` |
| Synth area leader | `dfxtp_1` |
| Max incr delay on CP | `0.31 ns` |
| Violated checks | `negative setup slack` |
| Top area contributor share | `0.873` |
| Chip width | `approximately 100 microns` |
| Placeable Area | `9420 sq um` |
| Area grow syn2layout | `23.4%` |
| Die area | `between 10000 and 15000 sq um` |
| Drt total wl | `roughly 5800 microns` |
per-layer routing:
metal  global-route usage  vias up  part of all wire
met4               0.0424        0             0.029
met1                0.193      945              0.48
met5                    0        -                 0
met3               0.0434       15             0.085
met2                0.164       65              0.41
li1                     -     1082                 -
power breakdown:
| group | total, mW | switching (mW) | internal (mW) |
|---|---|---|---|
| combinational | 0.329 | 0.0738 | 0.255 |
| clock | 6.70 | 2.74 | 3.96 |
| sequential | 9.22 | 0.180 | 9.04 |
| total | 16.2 | 2.99 | 13.3 |
placed cells by master (no fill, tap or decap):
master and n:
dfxtp_2 15, clkdlybuf4s50_1 2, clkinv_4 1, buf_2 72, dfxtp_1 201, clkbuf_1 4, clkbuf_16 18, xnor2_1 72
clkbuf_8 9
cell families after synthesis:
group / count (synthesis) / share of synthesized area
flops: 216 / 0.873
xor+xnor: 72 / 0.127
path summary, 6_finish.rpt:
check / to / startpoint / slack, ns
worst max register to register: x[24] / w_reg[24] / 0.38
worst min-delay path: w_reg[0] / w / 0.13
worst min register to register: w_reg[25] / w_reg[24] / 0.36
worst max-delay path: x[31] / x[31] / -0.14
layout make-up:
class / instances / area (sq um)
multi-input combinational: 72 / 631
timing repair buffer: 74 / 380
clock buffer: 31 / 589
tap: 129 / 161
sequential: 216 / 4340
fill: 679 / 3300
clock inverter: 1 / 8.76
repair_timing:
action | CTS | global route
hold buffers | 0 | 0
setup endpoints to repair | 72 | 72
resized | 232 | 1
setup buffers | 0 | 0
Power and IR drop assume default switching activity.
