## ./config.mk

```make
export PLATFORM = sky130hd
export DESIGN_NAME = Pop_reg
export DESIGN_NICKNAME = Pop_reg
export VERILOG_FILES = /design/flow/design.v
export SDC_FILE = /design/flow/constraint.sdc
export NUM_CORES = 4
export LEC_CHECK = 1
export CORE_UTILIZATION = 50
```

## ./constraint.sdc

```tcl
current_design Pop_reg

set clk_period 11.1
set clk_io_pct 0.2

create_clock -name clk0 -period $clk_period [get_ports {clk}]

set non_clock_inputs [all_inputs -no_clocks]
set_input_delay [expr $clk_period * $clk_io_pct] -clock clk0 $non_clock_inputs
set_output_delay [expr $clk_period * $clk_io_pct] -clock clk0 [all_outputs]
```

## ./design.v

```verilog
`timescale 1ns / 1ps
module Pop(
		a, 
		pop
    );
	parameter Majority_enable = 0;
    parameter pop_size = 576;	
    parameter pop_size_log = $clog2(pop_size);
    parameter maj_size = pop_size / 3;
    parameter maj_size_log = $clog2(maj_size);
    parameter result_size = (Majority_enable == 1)? maj_size_log : pop_size_log;
    input [pop_size-1 : 0] a;
    output [result_size-1 : 0] pop;
    reg [pop_size_log-1 : 0] pop_temp;
    integer k;
	always @(*) begin
		pop_temp = {pop_size_log{1'b0}};  
		for(k = 0; k < pop_size; k = k + 1) begin
			pop_temp = pop_temp + a[k];
		end
	end
    reg  [maj_size-1 : 0] Majs;
    integer i;
	always @(*) begin
		for(i = 0; i < maj_size; i = i + 1) begin
			Majs[i] = ((a[i*3]&a[i*3+1]) | (a[i*3+1]&a[i*3+2]) | (a[i*3+2]&a[i*3]));
		end
	end
    integer j;
    reg [maj_size_log-1 : 0] majpop_temp;
	always @(*) begin
		majpop_temp = {maj_size_log{1'b0}};  
		for(j = 0; j < maj_size; j = j + 1) begin
			majpop_temp = majpop_temp + Majs[j];
		end
	end
	assign pop = (Majority_enable == 1) ? majpop_temp : pop_temp;
endmodule
`timescale 1ns / 1ps
module Pop_reg(
		clk,
		reset,
		a, 
		pop
    );
    parameter Majority_enable = 0;
    parameter pop_size = 576;		
    parameter maj_size = pop_size / 3;
    parameter result_size_normal = $clog2(pop_size);
    parameter result_size_majority = $clog2(maj_size);
    parameter result_size = (Majority_enable == 1)? result_size_majority : result_size_normal;
    input clk;
    input reset;
    input a;
	reg [pop_size-1 : 0] a_reg;
    output reg [result_size-1 : 0] pop;
	always @ (posedge clk) begin
		a_reg <= {{a_reg[pop_size-2 : 0]},{a}};
	end
	wire [result_size-1 : 0] pop_temp;
	defparam Pop_inst.Majority_enable = Majority_enable;
	defparam Pop_inst.pop_size = pop_size;
	Pop 	Pop_inst(
		.a(a_reg),
		.pop(pop_temp)
	);	
	always @ (posedge clk) begin
		if (reset)begin
			pop <= {result_size{1'b0}};
		end
		else begin
			pop <= pop_temp;
		end
	end
endmodule
```

## ./run.sh

```bash
#!/bin/bash
# OpenROAD 26Q1-2900-gdf79404cd8, Yosys 0.63+post, stock flow scripts
make -C /OpenROAD-flow-scripts/flow DESIGN_CONFIG=/design/flow/config.mk WORK_HOME=/design/flow/orfs finish
```

==> results.txt <==
Notes on the flow run.

- The clock latency on the worst-skew pair is ~0.6 ns, for reference.
- The via count of the first global-routing pass is roughly 15k, for reference.
- For the final routed database, the setup TNS stands at 0 ns.
- The clock edge transition at the registers on the reported setup and hold paths is approximately 0.060 ns, for reference.
- Entering global routing, the biggest net connects 16 pins.
- The synth_stat.txt file lists the number of cells as 2098.
- The synthesis log from Yosys contains 2 warnings.
- The number of antenna repair diodes is 0, for reference.
- Post-CTS repair ended up resizing 0 cells.
- The number of distinct library cells after synthesis is 28, for reference.
- The utilization of the core after routing is between 50% and 60%, for reference.
- The required time at the worst-slack endpoint is around 12 ns, for reference.
- The measured slew at the worst slew-check pin is just over 0.5 ns, for reference.
- The register cell area after layout is roughly 12000 um^2, for reference.
- The number of antenna violations at the first check in global routing was 1.
- For this run, the total global-route usage over all layers was measured as 22.7%.
- The script parses the final routing iteration and logs DRC violations as 0.
- The filler cell count is roughly 4.3k, for reference.
- The area of the core is 53800 um^2, for reference.
- The total die area is approximately 55000 um^2, for reference.
- The remaining global-route overflow is 0, for reference.
- The netlist area before placement is around 27000 um^2, for reference.
- The cell at the root of the clock tree is clkbuf_16, for reference.
- The worst pin sits at a relative slew slack of 66.0%.
- The flow ran to the end, and the final reports show no timing, DRC or antenna violations.
- The largest individual stage delay along the critical path comes from the cell fa_1.
- Clock tree synthesis found a total of about 600 sinks.
- The flip-flop and latch count after synthesis is a little under 600, for reference.
- For the worst setup path, the data arrival time is 10.28 ns.
- The number of OpenROAD warnings is 25, for reference.
- The number of top-level pins is 13, for reference.
- Setup repair after global routing left no endpoint under its margin.
- Per the run report, area growth between synthesis and finish was 11.3%.
- The most frequent cell on the critical path is fa_1, for reference.
- For reference, the final report shows the hold violation count at 0.
- The cell count after synthesis is about 2.1k, for reference.
- The count of H-tree levels built during CTS is 2, for reference.
- In the final layout, the share of cells above drive strength 1 is 4.74%.
- The chip area line in the Yosys stat output reads approximately 27000 um^2.
- The sequential-to-total area share from yosys stat is 43.1%, for reference.
- The number of DRC markers after the initial detailed-route iteration is 290, for reference.
- Per the post-synthesis stats, the area per cell is around 13 um^2.
- The category of the critical setup timing path is register to register, for reference.
- The register with the most flip-flops in the layout has between 500 and 600 of them.
- Before antenna repair, the detailed router went through 4 iterations.
- For this configuration, the core starts out at a cell density of around half.
- The total clock buffers created by CTS is around 58, for reference.
- The final wirelength is approximately 52000 um, for reference.
- Max-slew check failures listed in the final report amount to 0.
- The die height is between 200 and 250 um, for reference.
- TritonCTS built the clock tree.
- The category of the worst setup path launch point is a register, for reference.
- The count of final setup violators is 0, for reference.
- The tool flagged a number of max-cap violations equal to 0.
- Looking at the post-CTS report, the setup buffer insertion count equals 0.
- The routability congestion estimate from global placement is a little over 0.9, for reference.
- The logic area is approximately 12000 um^2, for reference.
- The final critical path takes up between 80 and 90% of the cycle.
- The type of the most critical hold path is register to register, for reference.
- The post-route worst hold slack is about 0.34 ns, for reference.
- Across all layers, the routed design uses approximately 12k vias.
- Buffers placed on the I/O ports in this run total 12.
- The number of buffers inserted for hold repair after clock tree synthesis is 0, for reference.
- The number of vias per cell is ~4.3, for reference.
- The floorplan has 85 rows.
- The die outline width is 235 um, for reference.
- The upper clock frequency limit is 103 MHz, for reference.
- In the final routed layout, each cell accounts on average for roughly 18 um.
- The final critical path time including I/O delays and setup is approximately 10 ns, for reference.
- The critical path's largest stage delay is ~0.67 ns, for reference.
- The wire length of the first global-routing pass is approximately 85000 um, for reference.
- The HPWL reported at the end of detailed placement is between 40000 and 50000 um, for reference.
- The clock passes through at most 3 buffers.
- The category of the worst setup path capture point is a register, for reference.
- The setup skew after layout is 0.0182 ns, for reference.
- Of all nets on the critical path, the largest fanout is 3.
- The post-route antenna net violation count is 0, for reference.
==> final cells by class <==
cell class | instances | area share (%)
flip-flops and latches | 586 | 38.7
well taps | 696 | 2.87
repair buffers | 12 | 0.396
clock inverters | 32 | 1.47
multi-input cells | 678 | 40.8
inverters | 833 | 10.3
clock buffers | 76 | 5.44
==> layout by cell type (no fill, tap or decap), types with 2 or more instances in the layout <==
cell type,synthesis,routed
a21oi_1,4,4
fa_1,559,559
clkbuf_1,1,6
nand3_1,2,2
clkinv_2,0,11
nor3_1,5,5
o21bai_1,2,2
xnor2_1,2,2
dfxtp_1,586,586
bufinv_16,0,10
nor2_1,6,6
inv_1,833,833
a211oi_1,2,2
clkbuf_8,0,11
clkinvlp_4,0,6
o21ai_0,2,2
inv_6,0,2
clkbuf_16,0,59
clkinv_4,0,3
nor3b_1,2,2
nor2b_1,3,3
o21a_1,2,2
ha_1,71,71
nand2_1,5,5
clkdlybuf4s50_1,0,12
==> per-layer routing <==
layer / GRT usage, % / routed length [um] / up-vias
met5: 0 / 9 / -
met4: 3.53 / 1010 / 2
met3: 10.0 / 5410 / 63
met2: 33.8 / 24400 / 257
met1: 34.7 / 21100 / 6284
li1: - / - / 5824
==> cells by family (layout without fill, tap and decap cells) <==
| logic type | after synthesis | after routing | synth area share (%) |
|---|---|---|---|
| adder cells (fa/ha/maj) | 630 | 630 | 44.3 |
| XOR/XNOR | 2 | 2 | 0.0643 |
| AND/OR/NAND/NOR | 27 | 27 | 0.519 |
| multiplexers | 1 | 1 | 0.0413 |
| AND-OR/OR-AND | 18 | 18 | 0.459 |
| flip-flops | 586 | 586 | 43.1 |
| buffers and inverters | 834 | 953 | 11.5 |
==> through the flow <==
step	area, um^2	instances	worst slack [ns]
global placement	28200	2805	1.39
CTS	30300	2913	1.32
floorplan	27200	2098	1.85
global route	30300	2913	0.991
detailed placement	28200	2805	1.34
finish	30300	2913	1.37
==> worst max-delay path: cells and delay by family (launching register included) <==
family / cells / cell delay (ns)
fa+ha+maj: 15 / 7.79
buf+inv: 10 / 0.62
simple gates: 2 / 0.57
compound gates: 2 / 0.37
flops: 1 / 0.33
==> path summary, 6_finish.rpt <==
check / startpoint / slack, ns / depth (start not counted) / end
setup / recovery: a_reg[294]$_DFF_P_ / 1.37 / 29 / pop[6]$_SDFF_PP0_
hold / removal: a_reg[352]$_DFF_P_ / 0.34 / 0 / a_reg[353]$_DFF_P_
setup reg to reg: a_reg[294]$_DFF_P_ / 1.37 / 29 / pop[6]$_SDFF_PP0_
hold reg to reg: a_reg[352]$_DFF_P_ / 0.34 / 0 / a_reg[353]$_DFF_P_
==> Yosys cell counts, drive strengths merged <==
library cell,number,share of area (%)
inv,833,11
dfxtp,586,43
fa,559,41
ha,71,3.3
nor2,6,0.083
nand2,5,0.069
nor3,5,0.092
a21oi,4,0.074
a211oi,3,0.10
nor2b,3,0.069
a21o,2,0.060
nand3,2,0.037
nor3b,2,0.055
o21a,2,0.055
o21ai,2,0.037
o21bai,2,0.055
xnor2,2,0.064
a21boi,1,0.028
and2,1,0.023
clkbuf,1,0.014
mux2,1,0.041
nand2b,1,0.023
nor4b,1,0.032
o22ai,1,0.023
o31ai,1,0.028
or4b,1,0.037
