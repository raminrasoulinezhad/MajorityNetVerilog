### flow/run.sh
#!/bin/bash
# OpenROAD 26Q1-2900-gdf79404cd8, Yosys 0.63+post, stock flow scripts
make -C /OpenROAD-flow-scripts/flow DESIGN_CONFIG=/design/flow/config.mk WORK_HOME=/design/flow/orfs finish
### flow/config.mk
export PLATFORM = sky130hd
export DESIGN_NAME = XNORPop_reg
export DESIGN_NICKNAME = XNORPop_reg
export VERILOG_FILES = /design/flow/design.v
export SDC_FILE = /design/flow/constraint.sdc
export NUM_CORES = 4
export LEC_CHECK = 1
export CORE_UTILIZATION = 40
### flow/constraint.sdc
current_design XNORPop_reg

set clk_period 16.4
set clk_io_pct 0.2

create_clock -name clk0 -period $clk_period [get_ports {clk}]

set non_clock_inputs [all_inputs -no_clocks]
set_input_delay [expr $clk_period * $clk_io_pct] -clock clk0 $non_clock_inputs
set_output_delay [expr $clk_period * $clk_io_pct] -clock clk0 [all_outputs]
### flow/design.v
`timescale 1ns / 1ps
module XNORPop(
		a, 
		w,
		pop
    );
	parameter Majority_enable = 0; 
	parameter Majority_approximate = 0; 
	parameter Majority_M = 3;
	parameter Majority_M_log = $clog2(Majority_M);
    parameter pop_size = 576;	
    parameter pad = ((Majority_enable) & (pop_size%Majority_M != 0))? (Majority_M-(pop_size%Majority_M)): 0;
    parameter pop_size_padded = pop_size + pad;
    parameter pop_size_log = $clog2(pop_size_padded);
    parameter maj_size = pop_size_padded / Majority_M;
    parameter maj_size_log = $clog2(maj_size);
    parameter result_size = (Majority_enable == 1)? maj_size_log : pop_size_log;
    input [pop_size-1 : 0] a;
    input [pop_size-1 : 0] w;
    output [result_size-1 : 0] pop;
    wire  [pop_size-1 : 0] XNORs;
    assign XNORs = a ~^ w;
    wire [pop_size_padded-1 : 0] XNORs_padded;
    assign XNORs_padded = {{pad{1'b0}},{XNORs}};
    reg [maj_size-1 : 0] Majs;
    reg [Majority_M_log-1:0] sum [maj_size-1 : 0];
    reg [2:0] Majs_9apx_internal [maj_size-1 : 0];
    reg [1:0] Majs_7apx_internal [maj_size-1 : 0];
    reg Majs_5apx_internal [maj_size-1 : 0];
    integer i1, i2;
	always @(*) begin
		for(i1 = 0; i1 < maj_size; i1 = i1 + 1) begin
			sum[i1] = 0;
			if (Majority_approximate)begin
				if (Majority_M == 3)begin
					Majs[i1] = ((XNORs_padded[i1*3]&XNORs_padded[i1*3+1]) | (XNORs_padded[i1*3+1]&XNORs_padded[i1*3+2]) | (XNORs_padded[i1*3+2]&XNORs_padded[i1*3]));
				end 
				else if (Majority_M == 5) begin
					Majs_5apx_internal[i1] = ((XNORs_padded[i1*5]&XNORs_padded[i1*5+1]) | (XNORs_padded[i1*5+1]&XNORs_padded[i1*5+2]) | (XNORs_padded[i1*5+2]&XNORs_padded[i1*5]));
					Majs[i1] = ((Majs_5apx_internal[i1]&XNORs_padded[i1*5+3]) | (XNORs_padded[i1*5+3]&XNORs_padded[i1*5+4]) | (XNORs_padded[i1*5+4]&Majs_5apx_internal[i1]));
				end
				else if (Majority_M == 7) begin
					Majs_7apx_internal[i1][0] = ((XNORs_padded[i1*7]&XNORs_padded[i1*7+1]) | (XNORs_padded[i1*7+1]&XNORs_padded[i1*7+2]) | (XNORs_padded[i1*7+2]&XNORs_padded[i1*7]));
					Majs_7apx_internal[i1][1] = ((XNORs_padded[i1*7+3]&XNORs_padded[i1*7+4]) | (XNORs_padded[i1*7+4]&XNORs_padded[i1*7+5]) | (XNORs_padded[i1*7+5]&XNORs_padded[i1*7+3]));
					Majs[i1] = ((Majs_7apx_internal[i1][0]&Majs_7apx_internal[i1][1]) | (Majs_7apx_internal[i1][1]&XNORs_padded[i1*7+6]) | (XNORs_padded[i1*7+6]&Majs_7apx_internal[i1][0]));
				end
				else if (Majority_M == 9) begin
					Majs_9apx_internal[i1][0] = ((XNORs_padded[i1*9]&XNORs_padded[i1*9+1]) | (XNORs_padded[i1*9+1]&XNORs_padded[i1*9+2]) | (XNORs_padded[i1*9+2]&XNORs_padded[i1*9]));
					Majs_9apx_internal[i1][1] = ((XNORs_padded[i1*9+3]&XNORs_padded[i1*9+4]) | (XNORs_padded[i1*9+4]&XNORs_padded[i1*9+5]) | (XNORs_padded[i1*9+5]&XNORs_padded[i1*9+3]));
					Majs_9apx_internal[i1][2] = ((XNORs_padded[i1*9+6]&XNORs_padded[i1*9+7]) | (XNORs_padded[i1*9+7]&XNORs_padded[i1*9+8]) | (XNORs_padded[i1*9+8]&XNORs_padded[i1*9+6]));
					Majs[i1] = ((Majs_9apx_internal[i1][0]&Majs_9apx_internal[i1][1]) | (Majs_9apx_internal[i1][1]&Majs_9apx_internal[i1][2]) | (Majs_9apx_internal[i1][2]&Majs_9apx_internal[i1][0]));
				end
			end
			else begin
				for (i2 = 0; i2 < Majority_M; i2 = i2 + 1)begin
					sum[i1] = sum[i1] + XNORs_padded[(i1 * Majority_M) + i2];
				end
				Majs[i1] = (sum[i1] > ((Majority_M-1)/2))? 1'b1: 1'b0;
			end
		end
	end
    reg [pop_size_log-1 : 0] pop_temp;
    integer k;
	always @(*) begin
		pop_temp = {pop_size_log{1'b0}};  
		for(k = 0; k < pop_size; k = k + 1) begin
			pop_temp = pop_temp + XNORs[k];
		end
	end
    integer j;
    reg [maj_size_log-1 : 0] majpop_temp;
	always @(*) begin
		majpop_temp = {maj_size_log{1'b0}};  
		for(j = 0; j < maj_size; j = j + 1) begin
			majpop_temp = majpop_temp + Majs[j];
		end
	end
	assign pop = (Majority_enable == 1) ? majpop_temp : pop_temp;
endmodule
`timescale 1ns / 1ps
module XNORPop_reg(
		clk,
		reset,
		a, 
		w,
		pop
    );
    parameter Majority_enable = 0;
    parameter Majority_approximate = 0; 
    parameter Majority_M = 3;
    parameter pop_size = 576;	
    parameter maj_size = pop_size / Majority_M;
    parameter result_size_normal = $clog2(pop_size);
    parameter result_size_majority = $clog2(maj_size);
    parameter result_size = (Majority_enable == 1)? result_size_majority : result_size_normal;
    input clk;
    input reset;
    input a;
    input w;
    output reg [result_size-1 : 0] pop;
	reg [pop_size-1 : 0] a_reg;
	reg [pop_size-1 : 0] w_reg;
	always @ (posedge clk) begin
		a_reg <= {{a_reg[pop_size-2 : 0]},{a}};
		w_reg <= {{w_reg[pop_size-2 : 0]},{w}};
	end
	wire [result_size-1 : 0] pop_temp;
	defparam XNORPop_inst.Majority_enable = Majority_enable;
	defparam XNORPop_inst.Majority_approximate = Majority_approximate;
	defparam XNORPop_inst.pop_size = pop_size;
	defparam XNORPop_inst.Majority_M = Majority_M;
	XNORPop 	XNORPop_inst(
		.a(a_reg),
		.w(w_reg),
		.pop(pop_temp)
	);	
	always @ (posedge clk) begin
		if (reset)begin
			pop <= {result_size{1'b0}};
		end
		else begin
			pop <= pop_temp;
		end
	end
endmodule
==> results.sh <==
# source this file to load flow results
export IMPL_outcome="complete, no violations"
export IMPL_avgViaCountPerCell=4.06
export IMPL_min_period_ns=9.78
export IMPL_layout_drive_gt1_share_pct=6.24
export IMPL_cp_end_kind="flop"
export IMPL_tritoncts="done"
export IMPL_drc=0
export IMPL_ys_chip_area_mm2=0.0424
export IMPL_ant_nets=0
export IMPL_rsz0062_at_grt="no"
export IMPL_arrival_ns=10.41
export IMPL_hp_start="w_reg[548]$_DFF_P_"
export IMPL_edf_count=0
export IMPL_top_cell_area_share_pct=54.8
export IMPL_yosys_warnings=3
export IMPL_io_pins=14
export IMPL_cts_hold_buffers_added=0
export IMPL_cts_setup_buffers=0
export IMPL_clkSinkCount=1162
export IMPL_path_max_fanout=3
export IMPL_numSynthFlops=1162
export IMPL_dieArea_mm2=0.107
export IMPL_drt_first_iter_violations=577
export IMPL_yosysCellCount=2878
export IMPL_ys_seq_share_pct=54.8
export IMPL_area_leaders="dfxtp_1 55%, fa_1 26%, xnor2_1 7.7%, xor2_1 4.3%, inv_1 4.1%"
export IMPL_drt_pass1_iterations=6
export IMPL_hold_class="reg2reg"
export IMPL_required_ns=17.03
export IMPL_hpwl_um=64100
export IMPL_cts_htree_levels=3
export IMPL_antenna_found_initial=1
export IMPL_fp_util_pct=40.3
export IMPL_num_rows=119
export IMPL_gr_total_overflow=0
export IMPL_cp_start_kind="flop"
export IMPL_die_x_um=328
export IMPL_wl_um=79000
export IMPL_r2r_start="a_reg[190]$_DFF_P_"
export IMPL_place_gp_congestion=0.902
export IMPL_routedWlPerCell_um=17.6
export IMPL_hold_viol=0
export IMPL_synth_most_common_cell="dfxtp_1"
export IMPL_totalNegativeSetupSlack_ns=0
export IMPL_tool_warnings=26
export IMPL_synthToLayoutAreaGrowth_pct=13.7
export IMPL_die_y_um=328
export IMPL_ir_worst_vdd_mv=0.899
export IMPL_grt_pass1_wl_um=123000
export IMPL_syn_area_per_cell_um2=14.7
export IMPL_cts_made_buffers=111
export IMPL_worstMarginPinSlew_ns=0.777
export IMPL_portBuffers=13
export IMPL_clock_skew_ns=0.0403
export IMPL_setup_viol=0
export IMPL_netlist_area_mm2=0.0424
export IMPL_final_max_slew_viol_count=0
export IMPL_grt_pass1_vias=21088
export IMPL_critPathLaunch="a_reg[190]$_DFF_P_"
export IMPL_utilization_pct=45.8
export IMPL_dr_total_vias=18210
export IMPL_leakage_nw=21.3
export IMPL_core_area_mm2=0.105
export IMPL_grt_total_usage_pct=16.8
export IMPL_clkLatencyLatePin_ns=0.70
export IMPL_synth_async_sr_flop_share_pct=0
export IMPL_cpMostUsedCell="fa_1"
export IMPL_yosys_area_top_type="dfxtp_1"
export IMPL_top_cells_by_count="1162 x dfxtp_1, 559 x fa_1, 461 x inv_1"
export IMPL_slew_headroom_pct=47.8
export IMPL_finalCritPeriodShare_pct=59.6
export IMPL_cp_slowest_stage_delay_ns=0.57
export IMPL_cts_root_buf="clkbuf_16"
export IMPL_max_freq_mhz=102
export IMPL_flop_cell="dfxtp_1"
export IMPL_netlist_instances=2878
export IMPL_cts_max_path_buffers=3
export IMPL_finalPower_mw=9.97
export IMPL_synth_cell_type_count=29
export IMPL_critPathKind="reg2reg"
export IMPL_grt_max_degree=17
export IMPL_powerDensity_mw_per_mm2=207
export IMPL_maxCapViolCount=0
export IMPL_cts_repair_resized=0
export IMPL_slowest_stage="fa_1"
export IMPL_clkTransAtPathRegs_ns=0.06
==> path summary, 6_finish.rpt <==
kind                              to  slack, ns  cells after the start
setup / recovery   pop[6]$_SDFF_PP0_       6.62                     28
setup reg to reg   pop[6]$_SDFF_PP0_       6.62                     28
hold / removal    w_reg[549]$_DFF_P_       0.33                      0
hold reg to reg   w_reg[549]$_DFF_P_       0.33                      0
==> area by class of cell <==
cell class | instances | area (µm²)
Antenna cell | 1 | 2.50
Clock buffer | 149 | 3160
Clock inverter | 56 | 772
Fill cell | 9087 | 57000
Inverter | 461 | 1730
Multi-Input combinational cell | 1254 | 17400
Sequential cell | 1162 | 23300
Tap cell | 1391 | 1740
Timing Repair Buffer | 13 | 130
==> kinds of logic after synthesis <==
logic type / synth area share, %
flip-flops: 54.8
adder cells (fa/ha/maj): 28.5
XOR/XNOR: 11.9
buffers and inverters: 4.09
AND/OR/NAND/NOR: 0.333
AND-OR/OR-AND: 0.295
multiplexers: 0.0265
==> power by group <==
group / switching (mW) / internal, mW
combinational: 2.48 / 1.92
clock: 1.09 / 1.58
sequential: 0.0106 / 2.89
total: 3.58 / 6.39
==> layout by cell type, fill, tap and decap left out, types with 13 or more instances in the layout <==
cell type,synthesis,routed
dfxtp_1,1162,1162
inv_1,461,461
clkinv_2,0,23
fa_1,559,559
xnor2_1,372,372
clkbuf_8,0,22
xor2_1,206,206
ha_1,71,71
clkbuf_1,1,15
bufinv_16,0,14
clkbuf_16,0,112
clkdlybuf4s50_1,0,13
==> stage by stage <==
stage / instances / hold slack (ns) / instance area (µm²) / setup WS (ns)
floorplan: 2878 / 0.349 / 42400 / 7.21
global placement: 4281 / 0.350 / 44300 / 6.65
detailed placement: 4281 / 0.353 / 44300 / 6.62
CTS: 4486 / 0.322 / 48200 / 6.57
global route: 4487 / 0.337 / 48200 / 6.31
finish: 4487 / 0.327 / 48200 / 6.62
==> layer usage <==
layer / vias up / wire length [µm] / track usage [%]
li1: 8750 / - / -
met5: - / 251 / 1.64
met2: 424 / 35100 / 24.2
met3: 130 / 8450 / 8.08
met1: 8902 / 33200 / 24.3
met4: 4 / 1950 / 3.34
==> critical path, delay by kind of cell (launching register included) <==
family | cells | cell delay (ns)
AND/OR/NAND/NOR | 2 | 0.57
flip-flops | 1 | 0.33
buffers and inverters | 8 | 0.52
AND-OR/OR-AND | 2 | 0.37
XOR/XNOR | 1 | 0.16
adder cells (fa/ha/maj) | 15 | 7.75
Power and IR drop assume default switching activity.
